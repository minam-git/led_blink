## ./design.v

```verilog
`timescale 1ns/1ps
module led_blink(
	clk,
	reset_n,
	led_fpga,
	ledm_sel,
	sp_clk,
	sp_dat,
	sp_ratch
	);
	input	wire	clk;	 
	input	wire	reset_n;
	output reg led_fpga;
	output reg [2:0] ledm_sel;
	output sp_clk;	 
	output sp_dat;	 
	output sp_ratch;	 
	reg [31:0] ctr;	 
	reg [31:0] ctr2;	 
	reg dot;
	reg [7:0] num0;
	reg [4:0] led8;
	reg [4:0] state595;
	reg req595;
	wire ack595;
	always @ (posedge clk)
	begin
		if ( ctr>=32'd25000000 ) begin
			ctr <= 32'h0000_0000;
			led_fpga <= (~led_fpga);
		end
		else begin
			if ( (ctr & 32'h0080_0000) == 32'h0080_0000 ) begin
				ledm_sel <= 3'd6;
			end
			else if ( (ctr & 32'h0000_0FFF) == 32'h0000_0000 ) begin
				if ( ledm_sel >= 3'd4 )
					ledm_sel <= 3'd0;
				else
					ledm_sel <= ledm_sel + 3'd1;
			end
			ctr <= ctr + 32'd1;
		end
	end
	always @ ( posedge clk or negedge reset_n ) begin
		if ( reset_n == 1'b0 ) begin
			ctr2 <= 32'h0;
			num0 <= 8'd0;
			req595 <= 1'b0;
			dot <= 1'd0;
		end else 
		if ( ctr2 >= 32'd25000000 ) begin
			ctr2 <= 32'h0;
			num0 <= 8'd0;
		end else begin
			if ( (ctr2 & 32'h0000_001F) == 32'h0000_0010 ) begin
				if ( req595 == 1'b0 && ack595 == 1'b0 ) begin
					req595 <= 1'b1;
				end
			end else if ( req595 == 1'b1 && ack595 == 1'b1 ) begin
				req595 <= 1'b0;
				num0 <= num0 + 8'd1;
			end	
			ctr2 <= ctr2+32'd1;
		end
	end
	ledm_code ledm_code1( .clk(clk), .reset_n(reset_n), .code(num0), .dot(dot), .req595(req595), .ack595(ack595), .sp_clk(sp_clk), .sp_dat(sp_dat), .sp_ratch(sp_ratch) ); 
endmodule
module ledm_code(
	clk,
	reset_n,
	code,
	dot,
	req595,
	ack595,
	sp_clk,
	sp_dat,
	sp_ratch
	);
	input	wire	clk;	 
	input	wire	reset_n;
	input wire [7:0] code;		 
	input wire dot;				 
	input wire req595;
	output reg ack595;
	output reg sp_clk;	 
	output reg sp_dat;	 
	output reg sp_ratch;	 
	reg [7:0] cnt;	 
	reg subclk595;
	reg [4:0] state595;
	reg [7:0] ledcode;
	wire [7:0] ledcode2;
	wire ledcode_bit;
	always @ ( posedge clk or negedge reset_n ) begin
		if ( reset_n == 1'b0 ) begin
			sp_clk <= 1'b0;
			sp_ratch <= 1'b0;
			sp_dat <= 1'b0;
			state595 <= 5'd0;
			ack595 <= 1'b0;
		end else if (state595 == 5'd0 ) begin
			if ( req595 == 1'b1 ) begin
				sp_clk <= 1'b0;
				sp_dat <= ledcode_bit;
				state595 <= state595 + 5'd1;
			end
		end else if ( state595 == 5'd17 ) begin
			state595 <= state595 + 5'd1;
		end else if ( state595 == 5'd18 ) begin
			ack595 <= 1'b0;
			state595 <= 5'd0;
		end else if ( state595[0] == 1'b0 ) begin
			sp_clk <= 1'b0;
			if ( state595 == 5'd14 ) begin
				sp_ratch <= 1'b0;
				sp_dat <= ledcode_bit;
			end else if ( state595 == 5'd16 ) begin
				sp_ratch <= 1'b1;
				ack595 <= 1'b1;
			end else begin
				sp_dat <= ledcode_bit;
			end
			state595 <= state595 + 5'd1;
		end else begin 
			sp_clk <= 1'b1;
			state595 <= state595 + 5'd1;
		end
	end
assign ledcode2 = {segdec( code ), dot};	 
assign ledcode_bit = ~ledcode2[state595[4:1]];
function [6:0] segdec;
input [3:0] din;
begin
	case ( din )
		4'h0: segdec = 7'b1111_110;	 
		4'h1: segdec = 7'b0110_000;
		4'h2: segdec = 7'b1101_101;
		4'h3: segdec = 7'b1111_001;
		4'h4: segdec = 7'b0110_011;
		4'h5: segdec = 7'b1011_011;
		4'h6: segdec = 7'b1011_111;
		4'h7: segdec = 7'b1110_000;
		4'h8: segdec = 7'b1111_111;
		4'h9: segdec = 7'b1111_011;
		default:	segdec = 7'bxxxx_xxx;
	endcase
end
endfunction
endmodule
```

## ./run.sh

```bash
#!/bin/bash
# OpenROAD 26Q1-2900-gdf79404cd8, Yosys 0.63+post, stock flow scripts
make -C /OpenROAD-flow-scripts/flow DESIGN_CONFIG=/design/flow/config.mk WORK_HOME=/design/flow/orfs finish
```

## ./config.mk

```make
export PLATFORM = sky130hd
export DESIGN_NAME = led_blink
export DESIGN_NICKNAME = led_blink
export VERILOG_FILES = /design/flow/design.v
export SDC_FILE = /design/flow/constraint.sdc
export NUM_CORES = 4
export LEC_CHECK = 1
export CORE_UTILIZATION = 30
```

## ./constraint.sdc

```tcl
current_design led_blink

set clk_period 4.9
set clk_io_pct 0.2

create_clock -name clk0 -period $clk_period [get_ports {clk}]

set non_clock_inputs [all_inputs -no_clocks]
set_input_delay [expr $clk_period * $clk_io_pct] -clock clk0 $non_clock_inputs
set_output_delay [expr $clk_period * $clk_io_pct] -clock clk0 [all_outputs]
```

==> flow_summary.ini <==
; implementation run metrics
[outcome]
status = finished clean

[synth]
edf_count = 4
synth.avg_cell_area_um2 = 10.1
yosys.area.top_type = dfrtp_1
yosys_warnings = 2
synth-seq-cells = 82
synth_top_area_share_pct = 29.0
flop_cell = dfrtp_1
area_leaders = dfrtp_1, dfxtp_1, xor2_1
yosys_cells = 393
ys_seq_share_pct = 48.1
yosysChipArea_um2 = 3970
ys_types = 60
syn_area_um2 = 3970
async_flop_share_pct = 56.1
syn_inst = 393

[worst_setup_path]
cp_data_required_time_ns = 4.91
crit_path_start_kind = register
cp_max_fo = 25
rr_worst_depth = 5
worstSetupPathType = register to register
regToRegStartpoint = ctr[8]
startpoint = ctr[8]
worst_setup_path_end_kind = register
r2r_end = ledm_sel[1]
r2r_slack_ns = 2.47
arrival_ns = 2.44

[floorplan]
die_height_um = 117
ios = 9
fp-utilization_pct = 31.1
core_um2 = 12800
rows = 41
die_width_um = 117
dieArea_um2 = 13700

[cts]
cts-root-buf = clkbuf_16
cts.clk_slew.worst_paths_ns = 0.06
clk_latency_ns = 0.33
numCtsBuffers = 9
cts.htree.levels = 3
cts_tree = built
ctsHoldBuffers = 0
post_cts_buffers = 0
clk_path_buf_depth = 2
cts.sinks = 82
cts-resized-gates = 0

[placed_design]
place.gp.congestion = 0.797
hpwl_mm = 4.24
place_area_um2 = 4230
port_buffers = 8

[timing]
rsz0062_at_grt = false
setup_tns_ns = 0
clock_skew_ns = 0.00614
report.final.setup_viol = 0
tightestPinTransition_ns = 0.883
max_freq_ghz = 0.412
min_period_ns = 2.43
finalCritPeriodShare_pct = 49.5
drv_slew = 0
hold_viol = 0
maxSlewHeadroom_pct = 41.1

[cells_and_area]
syn_to_final_growth_pct = 14.3
final_util_pct = 35.6
lay_top_cells = nor2_1, dfrtp_1, dfxtp_1
layout_top_cell = nor2_1
drive_gt1_share_pct = 9.11
finalInstanceArea_um2 = 4540

[grt]
track_usage_pct = 10.8
grt_pass1_wl_mm = 11.6
antenna_found_initial = 0
grt_max_degree = 47
grt-ovfl-total = 0
first_global_vias = 2528

[run]
cap_violations = 0
warnings = 37

[routing]
wire_per_inst_um = 11.0
num_vias = 2644
wl_mm = 6.50
drc = 0
drtPass1Iterations = 4
antennaDiodeCount = 0
viasPerCell = 4.49
ant_nets = 0
drtIter0Drc = 107

[power_and_ir_drop]
powerDensity_nw_per_um2 = 308
leakage_uw = 0.00176
max-vdd-ir-drop_mv = 0.216

[hold_path]
worstHoldStart = ctr[0]
holdPathStages = 1
min_path_type = register to register
min_to = ctr[0]
[synthesized netlist by cell type, types with 3 or more instances]
| cell type | number |
|---|---|
| nand4_1 | 10 |
| dfrtp_1 | 46 |
| mux2_2 | 3 |
| buf_6 | 4 |
| nor2b_1 | 3 |
| and3_1 | 9 |
| xor2_1 | 26 |
| nand2_1 | 20 |
| o21ai_0 | 5 |
| and4_1 | 9 |
| a21oi_1 | 6 |
| edfxtp_1 | 4 |
| nor2_1 | 56 |
| clkbuf_1 | 9 |
| ha_1 | 16 |
| a31oi_1 | 3 |
| nand3_1 | 24 |
| nor2_4 | 8 |
| inv_1 | 21 |
| nor4_1 | 3 |
| nor3_1 | 10 |
| dfxtp_1 | 32 |
| xnor2_1 | 22 |
[critical path, cell delays in order, from the launching register on]
cell	delay, ns
dfxtp_1	0.33
or4_1	0.51
nor2_1	0.14
o21ai_1	0.12
a221o_1	0.67
nor2_1	0.35
[cell type report]
cell class                      instances  area [um2]
Clock inverter                          5        60.1
Sequential cell                        82        1910
Multi-Input combinational cell        288        1930
Timing Repair Buffer                   10        90.1
Tap cell                              172         215
Clock buffer                           11         254
Inverter                               21        78.8
Fill cell                            1263        8230
[power breakdown]
group / internal, uW / switching, uW / leakage, uW
Clock: 428 / 270 / 0.000152
Sequential: 685 / 2.19 / 0.000923
Combinational: 3.33 / 10.0 / 0.000681
Total: 1120 / 282 / 0.00176
[sequential cells by signal (all words and copies together) (netlist names)]
register / count
num0: 4
req595: 1
ledm_code1.sp_clk: 1
ctr2: 32
ledm_sel: 3
ledm_code1.sp_dat: 1
ledm_code1.ack595: 1
ledm_code1.sp_ratch: 1
led_fpga: 1
ledm_code1.state595: 5
ctr: 32
[cell families after synthesis]
group | share of synthesized area (%)
AOI/OAI and AO/OA | 6.68
xor gates and xnor gates | 10.6
adders and majority gates | 5.04
buffers and inverters | 4.47
DFF | 48.1
muxes | 1.35
other | 0.0944
and+or+nand+nor | 23.7
[routing by layer]
metal | vias up | share of wire (%) | global-route usage (%)
met5 | - | 0 | 0
met4 | 0 | 1.7 | 1.35
met3 | 8 | 3.2 | 2.46
met2 | 22 | 45 | 17.0
met1 | 1248 | 50 | 16.1
li1 | 1366 | - | -
[through the flow]
| stage | power, uW | setup WS (ns) | hold slack (ns) | cells |
|---|---|---|---|---|
| 3_5_place_dp | 715 | 2.43 | 0.466 | 573 |
| 5_1_grt | 1450 | 2.24 | 0.500 | 589 |
| 3_3_place_gp | 714 | 2.52 | 0.459 | 573 |
| 2_1_floorplan | 703 | 2.79 | 0.433 | 406 |
| 6_report | 1400 | 2.47 | 0.476 | 589 |
| 4_1_cts | 1420 | 2.43 | 0.480 | 589 |
[worst max path at each step]
stage | to | slack [ns]
4_1_cts | ledm_sel[1] | 2.43
5_1_grt | ledm_sel[2] | 2.24
6_report | ledm_sel[1] | 2.47
Power and IR drop assume default switching activity.
